### /design/flow/config.mk
export PLATFORM = sky130hd
export DESIGN_NAME = PWM
export DESIGN_NICKNAME = PWM
export VERILOG_FILES = /design/flow/design.v
export SDC_FILE = /design/flow/constraint.sdc
export NUM_CORES = 4
export LEC_CHECK = 1
export CORE_UTILIZATION = 50
### /design/flow/run.sh
#!/bin/bash
# OpenROAD 26Q1-2900-gdf79404cd8, Yosys 0.63+post, stock flow scripts
make -C /OpenROAD-flow-scripts/flow DESIGN_CONFIG=/design/flow/config.mk WORK_HOME=/design/flow/orfs finish
### /design/flow/constraint.sdc
current_design PWM

set clk_period 8.7
set clk_io_pct 0.2

create_clock -name clk0 -period $clk_period [get_ports {sclk}]

set non_clock_inputs [all_inputs -no_clocks]
set_input_delay [expr $clk_period * $clk_io_pct] -clock clk0 $non_clock_inputs
set_output_delay [expr $clk_period * $clk_io_pct] -clock clk0 [all_outputs]
### /design/flow/design.v
module PWM(
    input   sclk,        
    input   key1,
    input   key2,
    output  PWM
);
parameter   period = 32'd2_000_000;              
parameter   pulse_min = 32'd50_000;              
parameter   pulse_middle = 32'd150_000;          
parameter   pulse_max = 32'd250_000;             
parameter   pulse_step = 32'd500;                
reg     [31:0]    pulse_width = 32'd150;     
reg     [31:0]    cnt = 32'd0;               
reg     pulse = 0;                           
reg     pulse_r0 = 0;
reg     pulse_r1 = 0;
wire    pulse_pose;                          
always @(posedge sclk) begin
    pulse_r0 <= pulse;
    pulse_r1 <= pulse_r0;
end
assign  pulse_pose = pulse_r0 & ~pulse_r1;
always @(posedge sclk) begin
    if(key1 == 1)   begin
        if(pulse_width >= pulse_max-1)    begin      
            pulse_width <= pulse_max-1;
        end
        else    begin
            if(pulse_pose == 1) begin
                pulse_width <= pulse_width + pulse_step;     
            end
            else    begin
                pulse_width <= pulse_width;
            end
        end
    end
    else if(key2 == 1)  begin
        if(pulse_width <= pulse_min-1)  begin
            pulse_width <= pulse_min-1;              
        end
        else    begin
            if(pulse_pose == 1) begin
                pulse_width <= pulse_width - pulse_step;     
            end
            else    begin
                pulse_width <= pulse_width;
            end
        end
    end
    else    begin
        pulse_width <= pulse_width;
    end
end
always @(posedge sclk) begin
    if(cnt == period-1) begin
        cnt <= 32'd0;
    end
    else    begin
        cnt <= cnt + 1;
    end
end
always @(posedge sclk) begin
    if(cnt < pulse_width)  begin
        pulse <= 1;
    end
    else if(cnt >= pulse_width-1)   begin
        pulse <= 0;
    end
    else   begin
        pulse <= pulse;
    end
end
assign  PWM = pulse;
endmodule 
==> Slide: Implementation Results <==
Flow Results at a Glance

Clock tree
  • CTS Buf Count: 9
  • CTS Hold Buffers Added: 0
  • CTS Root Cell: clkbuf_8
  • Clk slew on worst S/H paths: 70 ps
  • Setup Buffers After CTS: 0
  • CTS tree: yes
  • Post-CTS resize count: 0
  • Num Clock Sinks: 67
  • Clock Latency Late Sink: 360 ps
  • Clk buf depth: 2
  • H-tree Lvls: 3

Final timing
  • Slew at the pin with the worst max-slew slack: 874 ps
  • Setup violation total in the final timing report: 0
  • Setup tns final: 0 ps
  • Fin. max-slew vios: 0
  • Worst clock skew: 8.11 ps
  • Period utilisation layout: 0.425
  • Slew Limit Headroom: 0.415
  • Final Hold Violation Tally: 0
  • Fmax: 270 MHz
  • RSZ-0062 raised after global routing: no
  • Min Clock Period, post-route: 3700 ps
  • Slack of the critical path: 5000 ps

Worst setup path
  • R2R cell count: 10
  • CP max FO: 9
  • Crit Path Class: register to register
  • Buf+Inv Stages, Crit Path: 0
  • Crit. End Element: register
  • WP data arrival: 3970 ps
  • R2R setup slack: 5000 ps
  • Crit-path max cell delay: 670 ps
  • Nature of the critical path startpoint: register
  • Worst-path cell chain: or4_4 -> or4_1 -> nor2_8 -> xnor2_1 -> ha_1 -> nand4_1 -> a21oi_1 -> a2111oi_0 -> a2111oi_0 -> o32ai_1
  • FF-to-FF Start: pulse_width[6]
  • Delay-heaviest family, CP: simple AND/OR/NAND/NOR gates
  • Required time of the critical path: 8970 ps
  • Crit-path slowest cell: or4_1
  • CP dominant cell by count: a2111oi_0
  • Worst reg2reg endpoint: pulse

Power
  • Combinational Power Share: 0.125
  • P_sw: 0.193 mW
  • Pwr/cell area: 116 nW/um^2
  • Power share of the clock group: 0.338
  • Switching Fraction: 0.284
  • Pwr Total: 0.678 mW
  • Int Power: 0.485 mW
  • Max VDD drop: 0.0986 mV
  • Leak Pwr: 2.33 nW
  • Register share of total power: 0.537

Job
  • Max-cap violations: 0
  • Tool warning count: 29

Die
  • Die Y: 107 um
  • Number of core rows: 38
  • Core box area: 10800 um^2
  • Chip Width: 107 um
  • Initial Util: 0.512
  • # IOs: 4
  • Die area: 11500 um^2

Min path
  • Hold path depth: 0
  • Hold WC Path Type: register to register
  • Min-delay src: pulse_r0
  • Worst-case hold path end point: pulse_r1

Placement
  • # port buffers: 3
  • Pre-CTS setup slack: 4740 ps
  • Gp weighted congestion: 0.933
  • DP HPWL: 10300 um
  • Placed insts: 762

Routing
  • Average wire per standard cell: 17.1 um
  • Iter 0 DRT Violations: 264
  • # diodes: 0
  • Vias per inst: 5.95
  • 1st-pass router iterations: 4
  • DR vias: 4632
  • Drt drc: 0
  • Post-Route WL: 13300 um
  • Antenna Nets Post-Route: 0

Synth
  • Synth Cell Area: 5530 um^2
  • Syn_area_per_cell: 8.63 um^2
  • Synth cell types: 61
  • Synth Warn #: 1
  • Seq share, synth: 0.301
  • Asr flop ratio synth: 0
  • Dominant flop cell: dfxtp_1
  • Flip-flops with a built-in enable: 32
  • Yosys Chip Area: 5530 um^2
  • #FFs+latches synth: 67
  • Cells in synth_stat.txt: 640
  • Synthesized netlist cell count: 640

GRT
  • GRT Total Usage: 0.257
  • GR met3 Demand/Resource: 0.0459
  • Initial antenna violation count: 0
  • Vias in the first global route: 4359
  • Grt ovf: 0
  • Met1 Resource Use GR: 0.378
  • GR peak layer: met2
  • Largest net degree at the start of global routing: 25
  • First-pass GRT wire length: 22200 um
  • Met2 Track Usage GR: 0.413

Layout
  • Logic area: 3630 um^2
  • Syn-to-layout area delta: 5.68%
  • FF/Latch Area: 1660 um^2
  • Final Instance Count excl. Fillers: 778
  • Share of post-route cells with drive strength above 1: 0.0486
  • Post-layout util: 0.541
  • Fill cells: 964

Status
  • Status: completed
-- logic make-up after synthesis --
group                    share of synthesized area
AND/OR/NAND/NOR                              0.240
AND-OR/OR-AND                                0.135
XOR/XNOR                                     0.122
adder cells (fa/ha/maj)                      0.159
flip-flops                                   0.301
buffers and inverters                       0.0444
-- sequential cells by signal (all words and copies together), names as in the netlist --
register     cells
cnt             32
pulse_width     32
pulse            1
pulse_r0         1
pulse_r1         1
-- through the flow --
step                area, um^2  hold slack [ps]
global route              5840              356
global placement          5670              339
CTS                       5840              353
floorplan                 5530              331
finish                    5840              352
detailed placement        5670              338
-- layer usage --
layer | wire [um] | share of wire
met5 | 0 | 0
met4 | 219 | 0.016
met3 | 689 | 0.052
met2 | 6240 | 0.47
met1 | 6190 | 0.46
-- worst max-delay path by stage --
stage	startpoint	to	depth (start not counted)
global route	pulse_width[2]	pulse	12
finish	pulse_width[6]	pulse	10
CTS	pulse_width[12]	pulse	11
-- final cells by class --
cell class / count / area share
clock inverter: 5 / 0.00493
sequential: 67 / 0.285
multi-input combinational: 511 / 0.622
tap: 140 / 0.0300
inverter: 37 / 0.0238
clock buffer: 11 / 0.0242
timing repair buffer: 7 / 0.0103
-- worst register-to-register path, stage by stage, from the launching register on --
cell and delay [ps]:
edfxtp_1 530, or4_4 630, or4_1 670, nor2_8 210, xnor2_1 160, ha_1 270, nand4_1 110, a21oi_1 50
a2111oi_0 480, a2111oi_0 210, o32ai_1 290
-- power groups by stage --
stage	Sequential [mW]	Clock (mW)	Combinational, mW
5_1_grt	0.366	0.249	0.0966
6_report	0.364	0.229	0.0848
4_1_cts	0.364	0.236	0.0852
-- placed cells by master, fill, tap and decap left out, types with 6 or more instances in the layout --
cell	instances
a21o_1	8
a21oi_1	35
and3_1	12
clkbuf_8	10
dfxtp_1	35
edfxtp_1	32
ha_1	70
inv_1	37
nand2_1	46
nand3_1	31
nand4_1	29
nor2_1	55
nor3_1	17
nor4_1	17
o21ai_0	29
or3_1	10
or4_1	6
xnor2_1	63
xor2_1	14
-- cell usage after synthesis (4+ instances only) --
cell type / number / share of area
ha_1: 70 / 0.16
xnor2_1: 63 / 0.10
nor2_1: 55 / 0.037
nand2_1: 46 / 0.031
inv_1: 37 / 0.025
a21oi_1: 36 / 0.033
dfxtp_1: 35 / 0.13
edfxtp_1: 32 / 0.17
nand3_1: 31 / 0.028
nand4_1: 29 / 0.033
o21ai_0: 29 / 0.026
nor3_1: 17 / 0.015
nor4_1: 17 / 0.019
clkbuf_1: 15 / 0.010
xor2_1: 14 / 0.022
and3_1: 12 / 0.014
or3_1: 10 / 0.011
a21o_1: 8 / 0.011
or4_1: 6 / 0.0082
a211oi_1: 5 / 0.0068
buf_1: 5 / 0.0034
a221oi_1: 4 / 0.0063
and4_1: 4 / 0.0063
buf_2: 4 / 0.0036
o211ai_1: 4 / 0.0054
o22ai_1: 4 / 0.0045
Power is estimated from default activity; no workload was simulated.
